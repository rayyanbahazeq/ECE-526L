<file path="flow/config.mk">
export PLATFORM = sky130hd
export DESIGN_NAME = register_file
export DESIGN_NICKNAME = register_file
export VERILOG_FILES = /design/flow/design.v
export SDC_FILE = /design/flow/constraint.sdc
export NUM_CORES = 4
export LEC_CHECK = 1
export CORE_UTILIZATION = 40
</file>
<file path="flow/constraint.sdc">
current_design register_file

set clk_period 4.7
set clk_io_pct 0.2

create_clock -name clk0 -period $clk_period [get_ports {write_strobe}]

set non_clock_inputs [all_inputs -no_clocks]
set_input_delay [expr $clk_period * $clk_io_pct] -clock clk0 $non_clock_inputs
set_output_delay [expr $clk_period * $clk_io_pct] -clock clk0 [all_outputs]
</file>
<file path="flow/design.v">
package ethernet_header_pkg;
   typedef struct      packed {
      logic [1:0][7:0] eth_type_length;
      logic [5:0][7:0] mac_source;
      logic [5:0][7:0] mac_destination;
   } ethernet_header;
endpackage
`timescale 1ns/1ps
module register_file  #(parameter DATA_WIDTH = 8,
    parameter ADDR_WIDTH = 5)(
    input output_enable,
    input chip_select,
    input write_strobe,
    input [ADDR_WIDTH-1:0] address,
    inout [DATA_WIDTH-1:0] data
);
localparam MEM_SIZE = 2** ADDR_WIDTH;
reg [DATA_WIDTH-1:0] memory [0:MEM_SIZE-1];
reg [DATA_WIDTH-1:0] data_reg;
integer i;
initial begin
    for (i = 0; i <  2**ADDR_WIDTH;i =  i + 1) begin
        memory[i] = 0;
    end
end
always @ (posedge write_strobe) begin
    if (!chip_select && !output_enable) begin
        memory[address] <= data;
    end
end
wire read_enable;
assign read_enable = (!chip_select && output_enable);
always @ (*) begin
    for (i = 0; i < DATA_WIDTH;i =  i + 1) begin
        if (read_enable) begin
            data_reg[i] <= memory[address][i];
        end else begin
            data_reg[i] <= 1'bz;
        end
    end
end
assign data = data_reg;
endmodule
</file>
<file path="flow/run.sh">
#!/bin/bash
# OpenROAD 26Q1-2900-gdf79404cd8, Yosys 0.63+post, stock flow scripts
make -C /OpenROAD-flow-scripts/flow DESIGN_CONFIG=/design/flow/config.mk WORK_HOME=/design/flow/orfs finish
</file>
==> results.cfg <==
; generated from flow reports
[clock_network]
numCtsBuffers = 25
cts.htree.levels = 1
clk_path_buf_depth = 3
cts_post_setup_buffers_inserted = 0
clock-root-buffer = sky130_fd_sc_hd__clkbuf_16
cts_resized = 0
tritoncts_num_sinks = 256
holdBufCountCts = 0

[outcome]
toolErrorMsg = [error] [KeplerFormal.cpp:679] Workflow failed: Iso has multiple drivers: .data0, _542_.Y0
stop_stage = 4_1_cts
status = stopped before the end

[placement]
port-buffer-count = 7
dp.final_hpwl_um = 14300
gpl.final_weighted_congestion = 0.950

[die]
dieHeight_um = 160
num_io_pins = 16
initCoreUtil_pct = 41.1
floorplan.die.width_um = 160
placement_rows = 57

[logic_synthesis]
synth-area-yosys_um2 = 10000
synthesized_area_um2 = 10000
post_synth.cell_area_avg_um2 = 17.7
yosysSeqAreaShare_pct = 76.5
ys_types = 23
syn-instance-count = 569
synth_flops = 256
ys_warnings = 2
yosys-stat-cells = 569
## kinds of logic after synthesis
| family | after synthesis | synth area share (%) |
|---|---|---|
| AOI/OAI and AO/OA | 64 | 4.05 |
| buffers and inverters | 35 | 1.74 |
| DFF | 256 | 76.5 |
| muxes | 128 | 12.8 |
| and+or+nand+nor | 86 | 4.96 |
## stage by stage
step                      cell area, um^2  cells  power, uW  util, %  setup WS (ps)
after floorplan                     10000    569       2700        -           1320
after global placement              10500    883       2940     42.9            581
after detailed placement            10500    883       2700     42.9            505
## synth_stat cells
master / number / share of area, %
sky130_fd_sc_hd__nand4b_1: 4 / 0.35
sky130_fd_sc_hd__nor2_1: 30 / 1.1
sky130_fd_sc_hd__buf_1: 2 / 0.075
sky130_fd_sc_hd__o22ai_2: 1 / 0.12
sky130_fd_sc_hd__mux2i_1: 128 / 13
sky130_fd_sc_hd__clkbuf_2: 1 / 0.050
sky130_fd_sc_hd__nand4bb_1: 5 / 0.56
sky130_fd_sc_hd__or3_1: 1 / 0.062
sky130_fd_sc_hd__or3b_2: 2 / 0.17
sky130_fd_sc_hd__clkbuf_1: 8 / 0.30
sky130_fd_sc_hd__or4b_1: 4 / 0.40
sky130_fd_sc_hd__buf_6: 2 / 0.22
sky130_fd_sc_hd__o22ai_1: 63 / 3.9
sky130_fd_sc_hd__nand4_1: 1 / 0.062
sky130_fd_sc_hd__or4_1: 2 / 0.15
sky130_fd_sc_hd__or4bb_1: 1 / 0.11
sky130_fd_sc_hd__nand2_1: 10 / 0.37
sky130_fd_sc_hd__edfxtp_1: 256 / 77
sky130_fd_sc_hd__buf_2: 22 / 1.1
sky130_fd_sc_hd__nor3_1: 4 / 0.20
sky130_fd_sc_hd__nor4_1: 16 / 1.0
sky130_fd_sc_hd__nand3b_1: 4 / 0.30
sky130_fd_sc_hd__nand3_1: 2 / 0.10
Power figures rest on the tool's default switching activity, not on a simulated workload.
