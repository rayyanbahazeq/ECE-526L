==> design/flow/design.v <==
package ethernet_header_pkg;
   typedef struct      packed {
      logic [1:0][7:0] eth_type_length;
      logic [5:0][7:0] mac_source;
      logic [5:0][7:0] mac_destination;
   } ethernet_header;
endpackage
`timescale 1ns/1ps
module fifo #(parameter WIDTH = 8, DEPTH = 32, ALMOST = 2)
(
    input wire clk,
    input wire rst_n,
    input wire wr_en,
    input wire rd_en,
    input wire [WIDTH-1:0] data_in,
    output reg [WIDTH-1:0] data_out,
    output wire empty,
    output wire almost_empty,
    output wire full,
    output wire almost_full,
    output reg valid,
    output reg overflow,
    output reg underflow,
    output reg [31:0] count
);
    reg [WIDTH-1:0] memory [0:DEPTH-1];
    reg [$clog2(DEPTH)-1:0] wr_ptr = 0;
    reg [$clog2(DEPTH)-1:0] rd_ptr = 0;
    reg [WIDTH-1:0] data_out_reg = 0;
    wire [$clog2(DEPTH)-1:0] next_wr_ptr = wr_ptr + 1;
    wire [$clog2(DEPTH)-1:0] next_rd_ptr = rd_ptr + 1;
    wire wr_overflow = (wr_en && full);
    wire rd_underflow = (rd_en && empty);
    assign empty = (wr_ptr == rd_ptr);
    assign almost_empty = (count <= ALMOST) ? 1 : empty;
    assign full = (next_wr_ptr == rd_ptr);
    assign almost_full = ((DEPTH - count) <= ALMOST) ? 1 : full;
    always @(posedge clk or negedge rst_n) begin
        if (!rst_n) begin
            wr_ptr <= 0;
            rd_ptr <= 0;
            overflow <= 0;
            underflow <= 0;
            valid <= 0;
            data_out_reg <= 0;
        end else begin
            if (wr_en && !wr_overflow) begin
                memory[wr_ptr] <= data_in;
                wr_ptr <= next_wr_ptr;
            end
            if (rd_en && !rd_underflow) begin
                data_out_reg <= memory[rd_ptr];
                rd_ptr <= next_rd_ptr;
            end
            overflow <= wr_overflow;
            underflow <= rd_underflow;
            valid <= rd_en && !rd_underflow;
        end
    end
    assign data_out = data_out_reg;
    always @(posedge clk or negedge rst_n) begin
        if (!rst_n) begin
            count <= 0;
        end else if (wr_en && !full && rd_en && !empty) begin
        end else if (wr_en && !full) begin
            count <= count + 1;
        end else if (rd_en && !empty) begin
            count <= count - 1;
        end
    end
endmodule
==> design/flow/run.sh <==
#!/bin/bash
# OpenROAD 26Q1-2900-gdf79404cd8, Yosys 0.63+post, stock flow scripts
make -C /OpenROAD-flow-scripts/flow DESIGN_CONFIG=/design/flow/config.mk WORK_HOME=/design/flow/orfs finish
==> design/flow/config.mk <==
export PLATFORM = sky130hd
export DESIGN_NAME = fifo
export DESIGN_NICKNAME = fifo
export VERILOG_FILES = /design/flow/design.v
export SDC_FILE = /design/flow/constraint.sdc
export NUM_CORES = 4
export LEC_CHECK = 1
export CORE_UTILIZATION = 50
==> design/flow/constraint.sdc <==
current_design fifo

set clk_period 14.3
set clk_io_pct 0.2

create_clock -name clk0 -period $clk_period [get_ports {clk}]

set non_clock_inputs [all_inputs -no_clocks]
set_input_delay [expr $clk_period * $clk_io_pct] -clock clk0 $non_clock_inputs
set_output_delay [expr $clk_period * $clk_io_pct] -clock clk0 [all_outputs]
==> impl_metrics.prom <==
# HELP chip_impl_metric Metrics from one implementation run
# TYPE chip_impl_metric gauge
chip_impl_info{name="clock_tree_from_tritoncts",value="built"} 1
chip_impl_metric{name="rr_worst_depth",unit=""} 20
chip_impl_metric{name="final_clock_period_utilization_by_the_worst_path",unit=""} 0.474
chip_impl_metric{name="syn_avg_cell_area",unit="µm²"} 13.0
chip_impl_metric{name="timing.final.hold_violations",unit=""} 0
chip_impl_metric{name="worst_slew_pin_slew",unit="ns"} 1.06
chip_impl_metric{name="post_synth_inst_count",unit=""} 1072
chip_impl_metric{name="timing.final.max_slew_violations",unit=""} 0
chip_impl_metric{name="synth-cells-yosys",unit=""} 1072
chip_impl_metric{name="dp_hpwl",unit="µm"} 26600
chip_impl_metric{name="log.warning_count",unit=""} 34
chip_impl_metric{name="clock_power_share",unit=""} 0.251
chip_impl_metric{name="synthToLayoutAreaGrowth",unit="%"} 17.2
chip_impl_info{name="layout.cells.most_common_list",value="256 x edfxtp_1, 92 x nor2_1, 75 x nand2_1, 57 x a22oi_1, 57 x clkdlybuf4s50_1"} 1
chip_impl_metric{name="setup_viol",unit=""} 0
chip_impl_metric{name="dr_total_vias",unit=""} 9513
chip_impl_metric{name="first_global_vias",unit=""} 9633
chip_impl_metric{name="yosys-stat-area",unit="µm²"} 14000
chip_impl_metric{name="row_count",unit=""} 60
chip_impl_metric{name="drt_pre_antenna_iters",unit=""} 5
chip_impl_metric{name="power.leakage",unit="nW"} 5.83
chip_impl_metric{name="dieArea",unit="µm²"} 28600
chip_impl_metric{name="routed_wire_length_per_instance",unit="µm"} 24.9
chip_impl_metric{name="p_sw",unit="mW"} 1.27
chip_impl_info{name="outcome",value="finished clean"} 1
chip_impl_metric{name="ctsResizeCount",unit=""} 0
chip_impl_metric{name="power.share.sequential",unit=""} 0.362
chip_impl_metric{name="power_per_cell_area",unit="nW/µm²"} 207
chip_impl_metric{name="fp.coreArea",unit="µm²"} 27200
chip_impl_metric{name="postSynthSeqShare",unit=""} 0.645
chip_impl_metric{name="gp_congestion",unit=""} 1.01
chip_impl_metric{name="enable_flop_cells",unit=""} 256
chip_impl_metric{name="pwr-share-comb",unit=""} 0.387
chip_impl_metric{name="ant_nets",unit=""} 0
chip_impl_metric{name="insertedDiodeCount",unit=""} 0
chip_impl_metric{name="cap_violations",unit=""} 0
chip_impl_metric{name="max_freq",unit="MHz"} 147
chip_impl_metric{name="die.size.y",unit="µm"} 169
chip_impl_metric{name="clkTransAtPathRegs",unit="ns"} 0.05
chip_impl_metric{name="initial_core_util",unit=""} 0.514
chip_impl_metric{name="via_per_inst",unit=""} 6.01
chip_impl_metric{name="fin_skew",unit="ns"} 0.0321
chip_impl_metric{name="clockBufferDepth",unit=""} 3
chip_impl_metric{name="flip_flop_count_of_the_largest_register_after_layout",unit=""} 256
chip_impl_metric{name="final_layout_size_suffix_gt1_frac",unit=""} 0.102
chip_impl_metric{name="dr.first_iter.drc_count",unit=""} 581
chip_impl_metric{name="critical_path_required",unit="ns"} 11.44
chip_impl_metric{name="postRouteWirelength",unit="µm"} 39500
chip_impl_metric{name="synth_warnings",unit=""} 3
chip_impl_metric{name="drc",unit=""} 0
chip_impl_metric{name="place.port_buffers",unit=""} 58
chip_impl_metric{name="switching_fraction_of_total_power",unit=""} 0.373
chip_impl_info{name="cts_root_buf",value="clkbuf_16"} 1
chip_impl_metric{name="die_width",unit="µm"} 169
chip_impl_metric{name="clock_sink_count",unit=""} 309
chip_impl_metric{name="clk_latency",unit="ns"} 0.53
chip_impl_info{name="layout_top_cell",value="edfxtp_1"} 1
chip_impl_info{name="timing.critical_path.to_type",value="output port"} 1
chip_impl_metric{name="async_reset_ff_frac",unit=""} 0.172
chip_impl_metric{name="post_cts.repair.setup_buffers",unit=""} 0
chip_impl_metric{name="dp_slack",unit="ns"} 7.70
chip_impl_metric{name="fin_worst_hold_slack",unit="ns"} 0.482
chip_impl_metric{name="post-synth-top-area-fraction",unit=""} 0.550
chip_impl_info{name="grt_setup_unrepaired",value="false"} 1
chip_impl_metric{name="ys_types",unit=""} 69
chip_impl_metric{name="vdd.ir_drop.worst",unit="mV"} 0.128
chip_impl_info{name="ff_type",value="edfxtp_1"} 1
chip_impl_metric{name="design.portCount",unit=""} 59
chip_impl_metric{name="track_usage",unit=""} 0.310
chip_impl_metric{name="timing.hold.worst_path_depth",unit=""} 2
chip_impl_metric{name="cellInternalPower",unit="mW"} 2.13
chip_impl_metric{name="path_max_fanout",unit=""} 8
chip_impl_metric{name="cts.hold.buffers_added",unit=""} 0
chip_impl_metric{name="arrival_time_at_the_worst_endpoint",unit="ns"} 3.93
chip_impl_metric{name="synth.cell_area",unit="µm²"} 14000
chip_impl_metric{name="htree_num_levels",unit=""} 2
chip_impl_metric{name="slew_headroom",unit=""} 0.284
chip_impl_metric{name="grt_overflow_total",unit=""} 0
chip_impl_metric{name="ys_seq_elements",unit=""} 309
chip_impl_info{name="setup.worst_path.class",value="flop to output port"} 1
chip_impl_metric{name="postLayoutSetupSlackWorst",unit="ns"} 7.51
chip_impl_metric{name="cts-buffers-inserted",unit=""} 35
chip_impl_metric{name="grt_start_max_net_pins",unit=""} 54
chip_impl_metric{name="fin_crit",unit="ns"} 6.79
chip_impl_metric{name="grt_antenna_before_repair",unit=""} 0
chip_impl_info{name="synthTopCellsByArea",value="edfxtp_1 55%, dfrtp_1 9.5%, ha_1 3.9%"} 1
chip_impl_metric{name="fill_cells",unit=""} 2177
chip_impl_metric{name="setup_tns",unit="ns"} 0
chip_impl_info{name="synthDominantAreaCellType",value="edfxtp_1"} 1
chip_impl_metric{name="grt_first_pass_wirelength",unit="µm"} 59500
chip_impl_info{name="critical_path.startpoint_type",value="flop"} 1
chip_impl_info{name="hold_path_class",value="flop to flop"} 1
[Yosys cell counts (4+ instances only)]
cell type  instances
edfxtp_1         256
nor2_1            92
nand2_1           75
a22oi_1           57
a21oi_1           56
dfrtp_1           53
o21ai_0           51
ha_1              44
nand3_1           30
nor3_1            26
inv_1             24
clkbuf_1          23
xnor2_1           23
xor2_1            22
mux2i_1           21
a221oi_1          16
and2_1            15
nand2b_1          13
nand4_1           12
a21o_1            11
a222oi_1          11
and3_1            11
a22o_1             8
o2bb2ai_1          8
a31oi_1            7
o2111ai_1          7
or3_1              7
nor4_1             6
o21a_1             6
o31ai_1            6
a211oi_1           5
mux2_2             5
nor2b_1            5
o211ai_1           5
buf_1              4
nor3b_1            4
[kinds of logic after synthesis]
family | Yosys count | synth area share
adders and majority gates | 45 | 0.0408
xor gates and xnor gates | 45 | 0.0282
and+or+nand+nor | 316 | 0.112
AOI/OAI and AO/OA | 277 | 0.139
muxes | 28 | 0.0207
buffers and inverters | 52 | 0.0141
DFF | 309 | 0.645
[layer usage]
| layer | up-vias | part of all wire | GRT usage |
|---|---|---|---|
| met5 | - | 0 | 0 |
| met4 | 0 | 0.028 | 0.0721 |
| met3 | 64 | 0.099 | 0.129 |
| met2 | 393 | 0.48 | 0.486 |
| met1 | 4637 | 0.39 | 0.432 |
| li1 | 4419 | - | - |
[worst max-delay path, cell delays in order, from the launching register on]
cell and delay (ns):
dfrtp_1 0.49, inv_1 0.24, ha_1 0.27, inv_1 0.05, o21a_1 0.28, nand3b_1 0.29, nor4_2 0.43, nand3b_1 0.20
mux2_1 0.35, a31oi_1 0.20, a211oi_1 0.08, a21o_1 0.16, clkdlybuf4s50_1 0.39
[worst paths after layout]
| check | from | end | slack [ns] |
|---|---|---|---|
| worst min register to register | data_out_reg[4]$_DFFE_PN0P_ | data_out_reg[4]$_DFFE_PN0P_ | 0.48 |
| max in group asynchronous | rst_n | count[4]$_DFFE_PN0P_ | 11.23 |
| min in group asynchronous | rst_n | valid$_DFF_PN0_ | 2.55 |
| worst max-delay path | count[1]$_DFFE_PN0P_ | almost_full | 7.51 |
| worst max register to register | wr_ptr[0]$_DFFE_PN0P_ | count[28]$_DFFE_PN0P_ | 8.92 |
| worst min-delay path | data_out_reg[4]$_DFFE_PN0P_ | data_out_reg[4]$_DFFE_PN0P_ | 0.48 |
[area by class of cell]
cell class / instances / area [µm²] / share of cell area
tap: 372 / 465 / 0.0284
clock buffer: 45 / 913 / 0.0558
clock inverter: 17 / 176 / 0.0108
multi-input combinational: 711 / 4780 / 0.292
timing repair buffer: 106 / 936 / 0.0572
sequential: 309 / 9010 / 0.550
inverter: 24 / 90.1 / 0.00550
[power by group through the flow]
| stage | Sequential [mW] | Combinational, mW | Clock, mW |
|---|---|---|---|
| finish | 1.23 | 1.31 | 0.854 |
| CTS | 1.23 | 1.32 | 0.867 |
| global route | 1.24 | 1.46 | 0.899 |
[stage by stage]
stage / power, mW / utilization / cells / cell area, µm²
after global placement: 2.55 / 0.562 / 1522 / 15300
after CTS: 3.41 / 0.603 / 1584 / 16400
after floorplan: 2.04 / - / 1072 / 14000
after global routing: 3.60 / 0.603 / 1584 / 16400
after detailed placement: 2.55 / 0.562 / 1522 / 15300
final: 3.40 / 0.603 / 1584 / 16400
Power figures rest on the tool's default switching activity, not on a simulated workload.
