**design/flow/config.mk**
```make
export PLATFORM = sky130hd
export DESIGN_NAME = top_level
export DESIGN_NICKNAME = top_level
export VERILOG_FILES = /design/flow/design.v
export SDC_FILE = /design/flow/constraint.sdc
export NUM_CORES = 4
export LEC_CHECK = 1
export CORE_UTILIZATION = 40
```
**design/flow/constraint.sdc**
```tcl
current_design top_level

set clk_period 7.2
set clk_io_pct 0.2

create_clock -name clk0 -period $clk_period [get_ports {clk}]

set non_clock_inputs [all_inputs -no_clocks]
set_input_delay [expr $clk_period * $clk_io_pct] -clock clk0 $non_clock_inputs
set_output_delay [expr $clk_period * $clk_io_pct] -clock clk0 [all_outputs]
```
**design/flow/design.v**
```verilog
package ethernet_header_pkg;
   typedef struct      packed {
      logic [1:0][7:0] eth_type_length;
      logic [5:0][7:0] mac_source;
      logic [5:0][7:0] mac_destination;
   } ethernet_header;
endpackage
`timescale 1ns/1ps
module var_register #(parameter WIDTH = 4) (input wire clk, input wire [WIDTH-1:0] din, output reg [WIDTH-1:0] dout);
    always @(posedge clk) begin
        dout <= din;
    end
endmodule
module var_multiplier #(parameter WIDTH = 4) (input wire [WIDTH-1:0] in1, input wire [WIDTH-1:0] in2, output wire [(2*WIDTH)-1:0] out);
    assign out = in1 * in2;
endmodule
module var_adder #(parameter WIDTH = 4) (input wire [WIDTH-1:0] in1, input wire [WIDTH-1:0] in2, output wire [WIDTH:0] out);
    assign out = in1 + in2;
endmodule
`timescale 1ns/1ps
module level_two #(parameter WIDTH = 4) (input wire clk, input wire [WIDTH-1:0] data_in, input wire [WIDTH-1:0] c1, input wire [WIDTH-1:0] c2, output wire [WIDTH-1:0] reg2_out, output wire [(2*WIDTH):0] prod_sum);
    wire [WIDTH-1:0] reg1_out;
    wire [(2*WIDTH)-1:0] mult1_out, mult2_out;
    var_register #(.WIDTH(WIDTH)) register1 (.clk(clk), .din(data_in), .dout(reg1_out));
    var_register #(.WIDTH(WIDTH)) register2 (.clk(clk), .din(reg1_out), .dout(reg2_out));
    var_multiplier #(.WIDTH(WIDTH)) multiplier1 (.in1(c1), .in2(reg1_out), .out(mult1_out));
    var_multiplier #(.WIDTH(WIDTH)) multiplier2 (.in1(c2), .in2(reg2_out), .out(mult2_out));
    var_adder #(.WIDTH(2*WIDTH)) adder (.in1(mult1_out), .in2(mult2_out), .out(prod_sum));
endmodule
`timescale 1ns/1ps
module top_level #(parameter WIDTH = 4) (input wire clk, input wire [WIDTH-1:0] data_in, input wire [WIDTH-1:0] c1, input wire [WIDTH-1:0] c2, input wire [WIDTH-1:0] c3, input wire [WIDTH-1:0] c4, output wire [2*WIDTH+1:0] final_sum);
    wire [2*WIDTH:0] prod_sum1, prod_sum2;
    wire [WIDTH-1:0] reg_2;
    level_two #(.WIDTH(WIDTH)) level_two_inst1 (.clk(clk), .data_in(data_in), .c1(c1), .c2(c2), .reg2_out(reg_2), .prod_sum(prod_sum1));
    level_two #(.WIDTH(WIDTH)) level_two_inst2 (.clk(clk), .data_in(reg_2), .c1(c3), .c2(c4), .reg2_out(), .prod_sum(prod_sum2));
    var_adder #(.WIDTH(2*WIDTH+1)) final_adder (.in1(prod_sum1), .in2(prod_sum2), .out(final_sum));
endmodule
```
**design/flow/run.sh**
```bash
#!/bin/bash
# OpenROAD 26Q1-2900-gdf79404cd8, Yosys 0.63+post, stock flow scripts
make -C /OpenROAD-flow-scripts/flow DESIGN_CONFIG=/design/flow/config.mk WORK_HOME=/design/flow/orfs finish
```
==> flow_summary.yaml <==
# implementation run metrics
sta:
  skew_ps: 3.54
  max_freq_ghz: 0.137
  finalCriticalPeriod_ps: 7320
  rsz0062_at_grt: "yes"
  slew_headroom_pct: 83.1
  fin_crit_sh_pct: 102
  whs_ps: 403
  tightest_slew_ps: 253
  finalSetupTns_ps: -231
  setup_violations: 4
  hold_violations: 0
  final.setup.worst_slack_ps: -119
  finalMaxSlewViolations: 0
yosys:
  async_flop_share_pct: 0
  mux_share_pct: 0
  xor_share_pct: 1.74
  synth.distinct_cells: 20
  synthAoiAreaFrac_pct: 2.93
  yosys_warnings: 1
  ys_ff: 16
  ys_chip_area_mm2: 0.00252
  edf_count: 0
  ys_seq_share_pct: 12.7
  ys_sh_adder_pct: 56.0
  ys_top_logic_family: "adder cells"
  syn_inst: 264
  ys_cells: 264
  syn_area_per_cell_um2: 9.54
  simple_gate_area_share_pct: 15.1
  synth_area_mm2: 0.00252
  yosys_most_used_dff: "dfxtp_1"
power_and_ir_drop:
  peakVddDrop_mv: 0.811
  p_leak_uw: 0.00170
  power_density_mw_per_mm2: 497
layout:
  syn2layout_area_growth_pct: 33.6
  final_util_pct: 56.2
  instances_no_fill: 400
  fillers: 523
  drive_gt1_share_pct: 34.2
placement:
  dp_hpwl_um: 4260
  place.gp.congestion: 0.821
  port_buffers: 30
  dp_cells: 387
critical_path:
  critPathSlowestCell: "fa_2"
  cp_max_fo: 4
  cp_slowest_stage_delay_ps: 540
  crit_buf_inv: 8
  start_kind: "primary input"
  cp_common_cell: "inv_2"
  critPathCaptureType: "output pin"
  critical_path.top_delay_family: "adder cells"
  cp_data_arrival_time_ps: 5880
  worstPathCellList: "buf_6 -> buf_6 -> and2_4 -> ha_4 -> inv_2 -> fa_2 -> inv_2 -> fa_1 -> inv_2 -> fa_1 -> fa_2 -> inv_2 -> fa_1 -> ha_4 -> a21o_1 -> a221oi_4 -> buf_4 -> a21oi_2 -> xor2_1 -> buf_2"
  worst_ep_required_time_ps: 5760
  crit_type: "primary input to output pin"
clock_network:
  max-clock-path-buffers: 2
  clkSinkCount: 16
  clk_latency_ps: 250
  cts_root_buf: "clkbuf_8"
  cts_buffers: 3
  cts.reportedPaths.clkPinSlew_ps: 70
  cts_tree: "built"
  htreeDepth: 1
die:
  die_h_um: 81.4
  io_pins: 31
  rows: 28
  die_area_mm2: 0.00662
  coreArea_mm2: 0.00599
  dieWidth_um: 81.4
  initial_core_util_pct: 42.0
run:
  maxCapViolCount: 0
  tool_warnings: 27
global_route:
  grt_usage_pct: 18.7
  grt_pass1_wl_um: 8720
  overflow: 0
  first_global_vias: 1891
  grt_max_degree: 10
  grt_antenna_before_repair: 0
outcome:
  outcome: "finished, violations left"
  violations: "negative setup slack"
routing:
  remaining_drc_errors: 0
  dr.pass1.iters: 3
  first_iter_violations: 36
  antennaDiodeCount: 0
  wl_per_cell_um: 12.4
  vias_per_cell: 4.50
  vias: 1800
  drt_wl_total_um: 4960
  drtAntennaViolNets: 0
min_path:
  hold_path.class: "flip-flop to flip-flop"
[timing repair]
| item | 4_1_cts | 5_1_grt |
|---|---|---|
| buffers inserted | 7 | 3 |
| hold buffers | 0 | 0 |
| endpoints found under the setup margin | 7 | 7 |
| resized | 111 | 47 |
| pin swaps | 41 | 31 |
[metal layers]
layer	track usage (%)	vias to the layer above	part of all wire [%]
li1	-	899	-
met1	30.3	861	47
met2	27.7	36	46
met3	5.13	4	5.3
met4	0.893	0	0.73
met5	0	-	0
[power by group]
| group | leakage, uW | switching (uW) | internal (uW) |
|---|---|---|---|
| sequential | 0.000135 | 6.81 | 93.4 |
| combinational | 0.00153 | 611 | 881 |
| clock | 0.0000288 | 33.1 | 48.5 |
[synth_stat cells, types with 2 or more instances]
cell type	instances	area, um^2
inv_1	77	289
fa_1	48	961
and2_1	39	244
ha_1	36	450
nand2_1	25	93.8
dfxtp_1	16	320
a21o_1	3	22.5
a21oi_1	3	15.0
xnor2_1	3	26.3
nor2_1	2	7.51
nor3_1	2	10.0
xor2_1	2	17.5
[registers in the layout, indices dropped and copies added, names as in the netlist]
| register | flops |
|---|---|
| level_two_inst1.register2.dout | 4 |
| level_two_inst1.register1.dout | 4 |
| level_two_inst2.register2.dout | 4 |
| level_two_inst2.register1.dout | 4 |
[through the flow]
| stage | setup slack (ps) | instance area, um^2 | total power [uW] |
|---|---|---|---|
| CTS | -220 | 3220 | 1630 |
| finish | -119 | 3370 | 1670 |
| global route | -280 | 3370 | 1870 |
| global placement | -1050 | 3050 | 1370 |
| floorplan | 27.6 | 2520 | 735 |
| detailed placement | -1060 | 3050 | 1370 |
[area by class of cell]
type,instances,area [um^2],share of cell area [%]
clock buffer,4,55.1,1.64
inverter,77,289,8.59
multi-input combinational,171,2130,63.2
sequential,16,320,9.52
tap,75,93.8,2.79
timing repair buffer,57,479,14.2
[logic make-up (layout without fill, tap and decap cells)]
logic type / after synthesis / count (layout)
buf+inv: 77 / 138
fa+ha+maj: 84 / 84
flops: 16 / 16
compound gates: 10 / 10
xor+xnor: 5 / 5
simple gates: 72 / 72
[placed cells by master (no fill, tap or decap), drive strengths merged]
| master | synthesis | final |
|---|---|---|
| ha | 36 | 36 |
| a21o | 3 | 3 |
| nor2b | 1 | 1 |
| clkdlybuf4s50 | 0 | 8 |
| dfxtp | 16 | 16 |
| nand2 | 25 | 25 |
| a21oi | 3 | 3 |
| a221oi | 2 | 2 |
| and2 | 39 | 39 |
| buf | 0 | 42 |
| xnor2 | 3 | 3 |
| clkbuf | 0 | 7 |
| fa | 48 | 48 |
| and3 | 1 | 1 |
| nor2 | 2 | 2 |
| nand3b | 1 | 1 |
| o21ai | 1 | 1 |
| inv | 77 | 77 |
| o21a | 1 | 1 |
| clkdlybuf4s15 | 0 | 2 |
| nand3 | 1 | 1 |
| nor3 | 2 | 2 |
| xor2 | 2 | 2 |
| dlygate4sd2 | 0 | 2 |
[worst paths after layout]
kind | start | to | slack [ps] | cells after the start
worst max-delay path | c1[3] | final_sum[9] | -120 | 20
worst min-delay path | level_two_inst1.register1.dout[0]$_DFF_P_ | level_two_inst1.register2.dout[0]$_DFF_P_ | 400 | 0
worst max register to register | level_two_inst1.register1.dout[3]$_DFF_P_ | level_two_inst1.register2.dout[3]$_DFF_P_ | 6640 | 0
worst min register to register | level_two_inst1.register1.dout[0]$_DFF_P_ | level_two_inst1.register2.dout[0]$_DFF_P_ | 400 | 0
No activity file was given, so power comes from the tool's default toggle rates.
